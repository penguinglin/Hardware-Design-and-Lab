===== design.v =====
module lab2_adv_2 (
    input  wire        clk,
    input  wire        rst,                 
    input  wire [8:0]  switch_input,        
    input  wire [1:0]  switch_inputtype,    
    input  wire        valid,               
    output reg  [13:0] out,                 
    output reg         satisfaction         
);
  reg [8:0] clause1;
  reg [8:0] clause2;
  reg [8:0] clause3;
  reg [2:0] assign_reg;  
  reg c1_sat, c2_sat, c3_sat;
  function eval_literal;
    input [2:0] lit;
    input [2:0] a;  
    begin
      case (lit)
        3'b000: eval_literal = a[0];       
        3'b100: eval_literal = ~a[0];      
        3'b001: eval_literal = a[1];       
        3'b101: eval_literal = ~a[1];      
        3'b010: eval_literal = a[2];       
        3'b110: eval_literal = ~a[2];      
        default: eval_literal = 1'b0;
      endcase
    end
  endfunction
  function eval_clause;
    input [8:0] clause;
    input [2:0] a;
    reg l1, l2, l3;
    begin
      l1 = eval_literal(clause[8:6], a);
      l2 = eval_literal(clause[5:3], a);
      l3 = eval_literal(clause[2:0], a);
      eval_clause = l1 | l2 | l3;
    end
  endfunction
  always @(posedge clk or posedge rst) begin
    if (rst == 1) begin
      clause1      <= 9'b0;
      clause2      <= 9'b0;
      clause3      <= 9'b0;
      assign_reg   <= 3'b000;
      out          <= 14'b0;
      satisfaction <= 1'b0;
    end else if (valid == 1) begin
        case (switch_inputtype)
          2'b00: clause1    = switch_input;
          2'b01: clause2    = switch_input;
          2'b10: clause3    = switch_input; 
          2'b11: assign_reg = switch_input[2:0];  
          default: ;
        endcase
        c1_sat = eval_clause(clause1, assign_reg);  
        c2_sat = eval_clause(clause2, assign_reg);  
        c3_sat = eval_clause(clause3, assign_reg);  
        satisfaction = (c1_sat && c2_sat && c3_sat) ? 1'b1 : 1'b0;
        out[13:10] = (c1_sat)? 4'b1111 : 4'b0000;
        out[8:5] = (c2_sat)? 4'b1111 : 4'b0000;
        out[3:0] = (c3_sat)? 4'b1111 : 4'b0000;
    end
end
endmodule

===== run.sh =====
#!/bin/bash
# OpenROAD 26Q1-2900-gdf79404cd8, Yosys 0.63+post, stock flow scripts
make -C /OpenROAD-flow-scripts/flow DESIGN_CONFIG=/design/flow/config.mk WORK_HOME=/design/flow/orfs finish

===== config.mk =====
export PLATFORM = sky130hd
export DESIGN_NAME = lab2_adv_2
export DESIGN_NICKNAME = lab2_adv_2
export VERILOG_FILES = /design/flow/design.v
export SDC_FILE = /design/flow/constraint.sdc
export NUM_CORES = 4
export LEC_CHECK = 1
export CORE_UTILIZATION = 30

===== constraint.sdc =====
current_design lab2_adv_2

set clk_period 4.2
set clk_io_pct 0.2

create_clock -name clk0 -period $clk_period [get_ports {clk}]

set non_clock_inputs [all_inputs -no_clocks]
set_input_delay [expr $clk_period * $clk_io_pct] -clock clk0 $non_clock_inputs
set_output_delay [expr $clk_period * $clk_io_pct] -clock clk0 [all_outputs]

==> flow_metrics.env <==
# physical design summary
export IMPL_period_needed_ps=3140
export IMPL_worstPathCellList="clkdlybuf4s50_1 -> buf_4 -> nor2b_1 -> buf_4 -> mux2i_1 -> mux2i_1 -> xnor2_1 -> a22oi_1 -> and4_1 -> o32ai_2"
export IMPL_pwr_share_seq_pct=42.0
export IMPL_min_from="clause3[0]"
export IMPL_number_of_placed_i_o_pins=29
export IMPL_place_detailed_hpwl_mm=4.03
export IMPL_crit_path_end_kind="flip-flop"
export IMPL_place_gp_congestion=0.881
export IMPL_first_global_vias=1813
export IMPL_power_density_cell_area_mw_per_mm2=390
export IMPL_post_cts_setup_buffer_count=0
export IMPL_via_per_inst=5.05
export IMPL_synth_top_cell_area_share_pct=33.9
export IMPL_reg_top3="clause1 (9), clause2 (9), clause3 (9)"
export IMPL_clk_pin_slew_worst_paths_ps=70
export IMPL_final_layout_size_suffix_gt1_share_pct=15.7
export IMPL_p_leak_nw=1.17
export IMPL_critPathLaunchType="input port"
export IMPL_warning_count=25
export IMPL_tritoncts="built"
export IMPL_peakVddDrop_mv=0.124
export IMPL_min_period_over_period_pct=74.7
export IMPL_ctsResizeCount=0
export IMPL_tritoncts_num_sinks=34
export IMPL_rows=32
export IMPL_switching_power_w=0.000359
export IMPL_predominant_post_synthesis_flop_cell="sky130_fd_sc_hd__dfrtp_1"
export IMPL_clock_insertion_delay_worst_skew_ps=280
export IMPL_min_delay_path_class="flip-flop to flip-flop"
export IMPL_final_max_slew_violation_count=0
export IMPL_dieHeight_um=93.4
export IMPL_groute_usage_overall_pct=14.1
export IMPL_worst_max_slew_margin_expressed_relative_to_the_limit_pct=55.1
export IMPL_clock_path_buffers=2
export IMPL_via_count=1897
export IMPL_worst_endpoint_required_ps=4390
export IMPL_setup_tns_final_ps=0
export IMPL_area_sequential_sq_um=851
export IMPL_postCtsHoldBufs=0
export IMPL_ys_seq_share_pct=33.9
export IMPL_fmax_mhz=319
export IMPL_critical_path_peak_fanout=18
export IMPL_final_antenna_net_count=0
export IMPL_grt_antenna_before_repair=0
export IMPL_number_of_enable_type_register_cells_in_the_synthesized_netlist=0
export IMPL_worst_path_dominant_cell_family="buffers and inverters"
export IMPL_power_internal_w=0.000757
export IMPL_numCtsBuffers=5
export IMPL_detail_route_antenna_diodes=0
export IMPL_design_core_area_sq_mm=0.00789
export IMPL_min_delay_path_depth=2
export IMPL_die_x_size_um=93.4
export IMPL_area_growth_synth_to_final_pct=14.1
export IMPL_netlist_area_sq_mm=0.00251
export IMPL_reg2reg_from="assign_reg[2]"
export IMPL_worst_setup_path_type="input port to flip-flop"
export IMPL_topCellsByArea="sky130_fd_sc_hd__dfrtp_1 (34%), sky130_fd_sc_hd__mux2i_1 (14%), sky130_fd_sc_hd__mux2_2 (9.9%)"
export IMPL_hold_viol=0
export IMPL_drv_cap=0
export IMPL_fp_dieArea_sq_mm=0.00872
export IMPL_power_share_switching_pct=32.2
export IMPL_global_route_overflow_total=0
export IMPL_htree_levels=2
export IMPL_report_power_total_w=0.00112
export IMPL_logic_gate_share_of_total_power_pct=38.0
export IMPL_routed_wl_mm=5.72
export IMPL_wl_per_cell_um=15.2
export IMPL_grt_first_pass_wirelength_mm=9.47
export IMPL_yosysUniqueCellTypes=44
export IMPL_layout_cells_most_common_list="sky130_fd_sc_hd__mux2i_1 (34), sky130_fd_sc_hd__dfrtp_1 (34), sky130_fd_sc_hd__clkdlybuf4s50_1 (26), sky130_fd_sc_hd__a21oi_1 (22), sky130_fd_sc_hd__mux2_2 (22)"
export IMPL_timing_worst_slew_pin_value_ps=672
export IMPL_critical_path_startpoint="switch_inputtype[0]"
export IMPL_pin_count_of_the_biggest_net_entering_global_routing=35
export IMPL_status="completed"
export IMPL_postSynthRegisterBits=34
export IMPL_clock_group_share_of_total_power_pct=20.0
export IMPL_drc_errors=0
export IMPL_dr_pass1_iters=5
export IMPL_logic_area_sq_mm=0.00147
export IMPL_cp_num_buf_inv=3
export IMPL_worst_clock_skew_ps=3.47
export IMPL_worst_endpoint_arrival_ps=3320
export IMPL_post_synthesis_async_set_or_reset_flop_share_pct=100
export IMPL_yosys_stat_area_sq_mm=0.00251
export IMPL_rsz0062_at_grt="no"
export IMPL_synthesis_instances=261
export IMPL_synth_area_per_cell_sq_um=9.60
export IMPL_detail_route_iter0_violations=91
export IMPL_fp_density_pct=31.8
export IMPL_final_report_setup_violation_count=0
export IMPL_layout_filler_cells=766
export IMPL_slowest_stage="sky130_fd_sc_hd__clkdlybuf4s50_1"
export IMPL_port_buffer_count=26
export IMPL_ff2ff_path_depth=7
export IMPL_cell_total_in_the_yosys_stat_output=261
export IMPL_critical_path_depth=10
export IMPL_timing_critical_path_slowest_cell_delay_ps=570
export IMPL_yosysWarningCount=1
export IMPL_ctsRootBufferMaster="sky130_fd_sc_hd__clkbuf_8"
export IMPL_netlist_top_cell_by_area="sky130_fd_sc_hd__dfrtp_1"
## worst paths after layout
check                                to  slack (ps)
min                          clause3[0]         530
min in group asynchronous    clause2[2]         950
max in group asynchronous    clause1[8]        2940
min reg2reg                  clause3[0]         530
max reg2reg                satisfaction        1920
max                        satisfaction        1060
## cell usage after synthesis (2+ instances only)
cell type / instances
sky130_fd_sc_hd__and4_1: 2
sky130_fd_sc_hd__and3_1: 4
sky130_fd_sc_hd__nor2_1: 15
sky130_fd_sc_hd__nand3b_1: 3
sky130_fd_sc_hd__nor3b_1: 6
sky130_fd_sc_hd__xnor2_1: 16
sky130_fd_sc_hd__a221oi_1: 2
sky130_fd_sc_hd__mux2i_1: 34
sky130_fd_sc_hd__buf_4: 13
sky130_fd_sc_hd__nand2_1: 14
sky130_fd_sc_hd__nand3_1: 3
sky130_fd_sc_hd__mux2_2: 22
sky130_fd_sc_hd__o21ai_0: 13
sky130_fd_sc_hd__or3_1: 3
sky130_fd_sc_hd__buf_2: 7
sky130_fd_sc_hd__a21oi_1: 22
sky130_fd_sc_hd__inv_1: 6
sky130_fd_sc_hd__nor2b_1: 3
sky130_fd_sc_hd__nand2b_1: 2
sky130_fd_sc_hd__dfrtp_1: 34
sky130_fd_sc_hd__clkbuf_1: 6
sky130_fd_sc_hd__xor2_1: 9
## metrics by stage
stage          utilization (%)  cell area, sq um  hold WS, ps  std cells  setup WS, ps
2_1_floorplan                -              2510          456        262          1770
3_3_place_gp              35.2              2780          501        369           861
4_1_cts                   36.2              2860          529        376          1100
5_1_grt                   36.2              2860          556        376           870
6_report                  36.2              2860          529        376          1060
3_5_place_dp              35.2              2780          513        369           801
## cell families (layout without fill, tap and decap cells)
| family | count (synthesis) | after routing | share of synthesized area [%] |
|---|---|---|---|
| AOI/OAI and AO/OA | 50 | 50 | 12.3 |
| xor gates and xnor gates | 25 | 25 | 8.74 |
| buffers and inverters | 34 | 46 | 7.69 |
| DFF | 34 | 34 | 33.9 |
| muxes | 57 | 57 | 24.4 |
| other | 1 | 2 | 0.150 |
| and+or+nand+nor | 60 | 60 | 12.8 |
## power groups by stage
stage / combinational, W / clock [W] / sequential, W
after CTS: 0.000426 / 0.000232 / 0.000468
after global routing: 0.000469 / 0.000248 / 0.000482
final: 0.000424 / 0.000224 / 0.000469
## per-layer routing
layer | vias to the layer above | track usage (%) | share of wire (%) | wire length (um)
li1 | 936 | - | - | -
met1 | 899 | 22.4 | 50 | 2860
met2 | 54 | 20.7 | 43 | 2490
met3 | 8 | 2.40 | 5.0 | 288
met4 | 0 | 2.56 | 1.4 | 82
met5 | - | 0 | 0 | 0
## worst register-to-register path, stage by stage, from the launching register on
cell and delay [ps]:
sky130_fd_sc_hd__dfrtp_1 740, sky130_fd_sc_hd__xor2_1 230, sky130_fd_sc_hd__nor2_1 170, sky130_fd_sc_hd__a21o_1 110, sky130_fd_sc_hd__a21oi_1 60, sky130_fd_sc_hd__or3_1 370
sky130_fd_sc_hd__o31ai_2 360, sky130_fd_sc_hd__o32ai_2 120
## layout make-up
class                   instances  share of cell area [%]
multi-input cells             194                    51.3
flip-flops and latches         34                    29.8
repair buffers                 33                    10.9
well taps                     102                    4.46
clock buffers                   5                    2.41
inverters                       6                   0.788
clock inverters                 2                   0.350
Power is estimated from default activity; no workload was simulated.
