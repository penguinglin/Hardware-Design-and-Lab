--- run.sh ---
#!/bin/bash
# OpenROAD 26Q1-2900-gdf79404cd8, Yosys 0.63+post, stock flow scripts
make -C /OpenROAD-flow-scripts/flow DESIGN_CONFIG=/design/flow/config.mk WORK_HOME=/design/flow/orfs finish
--- config.mk ---
export PLATFORM = sky130hd
export DESIGN_NAME = lab2_2
export DESIGN_NICKNAME = lab2_2
export VERILOG_FILES = /design/flow/design.v
export SDC_FILE = /design/flow/constraint.sdc
export NUM_CORES = 4
export LEC_CHECK = 1
export CORE_UTILIZATION = 40
--- constraint.sdc ---
current_design lab2_2

set clk_period 5.1
set clk_io_pct 0.2

create_clock -name clk0 -period $clk_period [get_ports {clk}]

set non_clock_inputs [all_inputs -no_clocks]
set_input_delay [expr $clk_period * $clk_io_pct] -clock clk0 $non_clock_inputs
set_output_delay [expr $clk_period * $clk_io_pct] -clock clk0 [all_outputs]
--- design.v ---
module lab2_2 (
    input  wire        clk,
    input  wire        rst,        
    input  wire        impulse,    
    input  wire signed [7:0] A,
    input  wire signed [7:0] B,
    output reg  signed [15:0] OUT1,
    output reg  signed [7:0]  OUT2
);
    reg signed [7:0]storeAB;
    reg signed [7:0] buf1;
    always @(posedge clk) begin
        if(rst || impulse == 0) begin 
            storeAB <= 0;
            OUT1 <= 16'b0;
            OUT2 <= 8'b0;
        end
        else if (impulse == 1)begin
            if(A*B >= 0) begin
                storeAB <= (A*B) % 128;
            end
            else begin
                storeAB <= (-(A*B)) % 128;
            end
            OUT1 <= {A, B};
        end
        OUT2 <= buf1;
        buf1 <= storeAB;
    end
endmodule
==> results.cfg <==
; generated from flow reports
[placed_design]
place_ws_ns = -0.654
gp_congestion = 0.839
place_inst = 531
dp_hpwl_mm = 5.57
portBuffers = 42
dpl_cell_area_mm2 = 0.00426

[synthesis]
top_cell = inv_1
aoi_share = 0.0328
synth_top_area_share = 0.325
yosysCellCount = 345
flop_cell = dfxtp_1
syn_avg_cell_area_um2 = 9.83
ys_top_cells_by_count = inv_1 (89), and2_1 (57), fa_1 (55)
ys_ff = 40
adder_share = 0.435
synth_area_mm2 = 0.00339
syn_inst = 345
simple_gate_share = 0.167
synth.area.top_cells = fa_1 (32%), dfxtp_1 (24%), ha_1 (11%)
synth-edff-count = 0
mux_area_frac = 0
top_area_cell = fa_1
ys_sh_xor = 0.0258
async_reset_ff_frac = 0
synth.distinct_cells = 29
synth_warnings = 1
topCombFamilyByArea = adder cells
yosys_area_mm2 = 0.00339
postSynthSeqShare = 0.236

[setup_path]
arrival_ns = 5.10
path_cells = buf_4 > buf_4 > and2_4 > ha_4 > buf_4 > fa_1 > buf_6 > fa_1 > inv_1 > fa_1 > inv_1 > ha_1 > and4_1 > o211ai_1 > o221ai_2 > xnor2_2 > buf_4 > o21ai_0 > nor3b_2
crit_fanout = 8
r2r-start = storeAB[6]
crit_family = adder cells
path_class = in -> reg
rr_endpoint = buf1[6]
crit_start = A[7]
crit_path_start_kind = input port
crit_top_cell = buf_4
worst-r2r-cell-count = 0
regToRegSetupSlack_ns = 4.69
crit_buf_inv = 7
cp_slowest_cell = fa_1
required_ns = 5.26
crit_path_end_kind = flop
critPathMaxStageDelay_ns = 0.52
cp.depth = 19

[final_timing]
setup_violations = 0
tightest_slew_ns = 0.812
relSlewSlack = 0.458
hold_viol_final = 0
fin_ws_ns = 0.162
slew_violations = 0
fin_skew_ns = 0.00193
rsz0062_at_grt = no
finalCriticalPeriod_ns = 4.94
finalCritPeriodShare = 0.968
max_freq_mhz = 203

[status]
status = completed

[detailed_routing]
wl_per_cell_um = 12.0
firstDrtPassIters = 4
ant_nets = 0
drt_iter0_drc = 52
vias = 2402
wirelength_mm = 6.49
antenna_cells = 0
vias_per_cell = 4.43
post-route-drc-count = 0

[global_route]
grt.total_usage = 0.172
grt_pass1_wl_mm = 11.4
grt_max_degree = 17
gr-total-overflow = 0
antenna_found_initial = 0
grt_pass1_vias = 2460

[cts]
clk_path_buf_depth = 2
cts_hold_buf = 0
clock_latency_ns = 0.28
cts_tree = yes
clockRootBuffer = clkbuf_8
cts_buffers = 5
clock-sinks = 40
clkTransAtPathRegs_ns = 0.07
htreeDepth = 2

[worst_hold_path]
holdCritStartpoint = storeAB[0]
min_path_type = reg -> reg
hold_end = buf1[0]
hold_depth = 0

[floorplan]
die_area_mm2 = 0.00885
die_y_um = 94.1
core_mm2 = 0.00822
fp_util = 0.413
rows = 33
die_x_um = 94.1
io_pins = 43

[power]
p_int_mw = 1.17
power_density_mw_per_mm2 = 406
p_leak_nw = 2.20
p_comb_frac = 0.635
ir_drop_mv = 0.222
pwr-share-seq = 0.208
clockPowerShare = 0.157
p_sw_frac = 0.365
switchingPower_mw = 0.671

[finish]
final_util = 0.551
fin_cells = 542
comb_area_mm2 = 0.00239
regArea_um2 = 801
fill_cells = 729
drive_above_1_share = 0.245
area_growth_pct = 33.4
final_area_mm2 = 0.00452

[run]
maxCapViolations = 0
tool_warnings = 25
-- registers in the layout (all words and copies together), names as in the netlist --
| signal | cells |
|---|---|
| OUT1 | 16 |
| storeAB | 8 |
| buf1 | 8 |
| OUT2 | 8 |
-- power by group through the flow --
stage,Combinational [mW],Clock (mW),Sequential (mW)
6_report,1.17,0.289,0.382
5_1_grt,1.35,0.310,0.387
4_1_cts,1.11,0.295,0.383
-- cells by family after synthesis --
group           count (synthesis)
buf+inv                        92
flops                          40
xor+xnor                       10
fa+ha+maj                      85
compound gates                 19
simple gates                   98
other cells                     1
-- what timing repair did --
action / 4_1_cts / 5_1_grt
resized: 52 / 68
pin swaps: 10 / 33
buffers inserted: 2 / 2
endpoints found under the setup margin: 6 / 6
-- metrics by stage --
stage,hold slack (ns),TNS (ns),power [mW]
2_1_floorplan,0.310,0,1.07
3_3_place_gp,0.310,-3.48,1.45
3_5_place_dp,0.312,-3.60,1.45
4_1_cts,0.322,0,1.79
5_1_grt,0.332,0,2.05
6_report,0.327,0,1.84
-- per-layer routing --
| metal | vias up | share of wire | GRT usage |
|---|---|---|---|
| li1 | 1195 | - | - |
| met3 | 6 | 0.037 | 0.0247 |
| met1 | 1152 | 0.47 | 0.263 |
| met2 | 49 | 0.49 | 0.283 |
| met5 | - | 0 | 0 |
| met4 | 0 | 0.011 | 0.0141 |
-- layout make-up --
class	instances	area share
Sequential cell	40	0.177
Clock buffer	5	0.0152
Clock inverter	2	0.0133
Inverter	89	0.0749
Multi-Input combinational cell	213	0.528
Tap cell	105	0.0290
Timing Repair Buffer	88	0.163
-- how the worst max path moves through the flow --
stage / endpoint / slack (ns)
finish: storeAB[5] / 0.16
global route: storeAB[5] / 0.0005
CTS: storeAB[5] / 0.0008
-- placed cells by master, fill, tap and decap left out, types with 3 or more instances in the layout --
cell type,count
inv_1,80
fa_1,52
and2_1,50
buf_4,46
dfxtp_1,40
ha_1,27
clkdlybuf4s50_1,26
nand2_1,12
xnor2_1,8
inv_2,7
and2_4,7
buf_6,6
o21ai_0,5
clkbuf_8,5
nand2_2,4
nor2_1,4
a21oi_1,4
a21oi_2,3
fa_2,3
ha_4,3
clkbuf_2,3
buf_2,3
Power is estimated from default activity; no workload was simulated.
